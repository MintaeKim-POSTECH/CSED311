==> flow/design.v <==
`timescale 1ns / 100ps
module DeMUX_4to16 (output [15:0] x, input [3:0] s);
	assign x[0] = (~(s[3]) & ~(s[2]) & ~(s[1]) & ~(s[0]));
	assign x[1] = (~(s[3]) & ~(s[2]) & ~(s[1]) & (s[0]));
	assign x[2] = (~(s[3]) & ~(s[2]) & (s[1]) & ~(s[0]));
	assign x[3] = (~(s[3]) & ~(s[2]) & (s[1]) & (s[0]));
	assign x[4] = (~(s[3]) & (s[2]) & ~(s[1]) & ~(s[0]));
	assign x[5] = (~(s[3]) & (s[2]) & ~(s[1]) & (s[0]));
	assign x[6] = (~(s[3]) & (s[2]) & (s[1]) & ~(s[0]));
	assign x[7] = (~(s[3]) & (s[2]) & (s[1]) & (s[0]));
	assign x[8] = ((s[3]) & ~(s[2]) & ~(s[1]) & ~(s[0]));
	assign x[9] = ((s[3]) & ~(s[2]) & ~(s[1]) & (s[0]));
	assign x[10] = ((s[3]) & ~(s[2]) & (s[1]) & ~(s[0]));
	assign x[11] = ((s[3]) & ~(s[2]) & (s[1]) & (s[0]));
	assign x[12] = ((s[3]) & (s[2]) & ~(s[1]) & ~(s[0]));
	assign x[13] = ((s[3]) & (s[2]) & ~(s[1]) & (s[0]));
	assign x[14] = ((s[3]) & (s[2]) & (s[1]) & ~(s[0]));
	assign x[15] = ((s[3]) & (s[2]) & (s[1]) & (s[0]));
endmodule
module identity16 (output [15:0] C, output OverflowFlag,
	input [15:0] A, input E);
	assign OverflowFlag = 1'b0;
	assign C=(E==1'b1)? A:16'b0000000000000000;
endmodule
module bit_and16 (output [15:0] C, output OverflowFlag,
	input [15:0] A, input [15:0] B, input E);
	assign OverflowFlag = 1'b0;
	assign C=(E & 1'b1)?(A & B):16'b0000000000000000;
endmodule
module bit_or16 (output [15:0] C, output OverflowFlag,
	input [15:0] A, input [15:0] B, input E);
	assign OverflowFlag = 1'b0;
	assign C=(E == 1'b1)?(A | B):16'b0000000000000000;
endmodule
module bit_nand16 (output [15:0] C, output OverflowFlag,
	input [15:0] A, input [15:0] B, input E);
	assign OverflowFlag = 1'b0;
	assign C=(E & 1'b1)?~(A & B):16'b0000000000000000;
endmodule
module bit_nor16 (output [15:0] C, output OverflowFlag,
	input [15:0] A, input [15:0] B, input E);
	assign OverflowFlag = 1'b0;
	assign C=(E & 1'b1)?~(A | B):16'b0000000000000000;
endmodule
module bit_xor16 (output [15:0] C, output OverflowFlag,
	input [15:0] A, input [15:0] B, input E);
	assign OverflowFlag = 1'b0;
	assign C=(E == 1'b1)?(A ^ B):16'b0000000000000000;
endmodule
module bit_xnor16 (output [15:0] C, output OverflowFlag,
	input [15:0] A, input [15:0] B, input E);
	assign OverflowFlag = 1'b0;
	assign C=(E == 1'b1)?~(A ^ B):16'b0000_0000_0000_0000;
endmodule
module logic_left16 (output [15:0] C, output OverflowFlag,
	input [15:0] A, input E);
	assign OverflowFlag = 1'b0;
	assign C=(E==1'b1)?  (A<< 1):16'b0000000000000000;
endmodule
module logic_right16 (output [15:0] C, output OverflowFlag,
	input [15:0] A, input E);
	assign OverflowFlag = 1'b0;
	assign C=(E==1'b1)?  (A>> 1):16'b0000000000000000;
endmodule
module arith_left16 (output [15:0] C, output OverflowFlag,
	input [15:0] A, input E);
	assign OverflowFlag = 1'b0;
	assign C=(E==1'b1)? (A<<<1):16'b0000000000000000;
endmodule
module arith_right16 (output [15:0] C, output OverflowFlag,
   input [15:0] A, input E);
   assign OverflowFlag = 1'b0;
   assign C[15] = (E==1'b1)?A[15]:0;
   assign C[14:0] = (E==1'b1)?A[15:1]:15'b000_0000_0000_0000;
endmodule
module adder1 (output R_cur, output C_out, 
	input A_cur, input B_cur, input C_in);
	assign R_cur = A_cur ^ B_cur ^ C_in;
	wire and_1, and_2, and_3;
	and op_3 (and_1, A_cur, B_cur);
	and op_4 (and_2, A_cur, C_in);
	and op_5 (and_3, B_cur, C_in);
	assign C_out = and_1 | and_2 | and_3;
endmodule
module sign_adder16 (output [15:0] C, output OverflowFlag,
	input [15:0] A, input [15:0] B, input E);
	wire Carry_in_LSB = 0;
	wire [15:0] Carry;
	wire [15:0] sum;
	wire OverflowFlag_temp;
	assign C=(E==1'b1)?sum:16'b0000000000000000;
	adder1 op_1 (sum[0], Carry[0], A[0], B[0], Carry_in_LSB);
	adder1 op_2 (sum[1], Carry[1], A[1], B[1], Carry[0]);
	adder1 op_3 (sum[2], Carry[2], A[2], B[2], Carry[1]);
	adder1 op_4 (sum[3], Carry[3], A[3], B[3], Carry[2]);
	adder1 op_5 (sum[4], Carry[4], A[4], B[4], Carry[3]);
	adder1 op_6 (sum[5], Carry[5], A[5], B[5], Carry[4]);
	adder1 op_7 (sum[6], Carry[6], A[6], B[6], Carry[5]);
	adder1 op_8 (sum[7], Carry[7], A[7], B[7], Carry[6]);
	adder1 op_9 (sum[8], Carry[8], A[8], B[8], Carry[7]);
	adder1 op_10 (sum[9], Carry[9], A[9], B[9], Carry[8]);
	adder1 op_11 (sum[10], Carry[10], A[10], B[10], Carry[9]);
	adder1 op_12 (sum[11], Carry[11], A[11], B[11], Carry[10]);
	adder1 op_13 (sum[12], Carry[12], A[12], B[12], Carry[11]);
	adder1 op_14 (sum[13], Carry[13], A[13], B[13], Carry[12]);
	adder1 op_15 (sum[14], Carry[14], A[14], B[14], Carry[13]);
	adder1 op_16 (sum[15], Carry[15], A[15], B[15], Carry[14]);
	xor op_17 (OverflowFlag_temp, Carry[15], Carry[14]);
	assign OverflowFlag=(E==1'b1)?OverflowFlag_temp:1'b0;
endmodule
module bit_not16 (output [15:0] C, output OverflowFlag,
	input [15:0] A, input E);
	reg result;
	assign OverflowFlag = 1'b0;
	assign C=(E & 1'b1)?~A:16'b0000000000000000;
endmodule
module complement_16 (output [15:0] C, output OverflowFlag,
	input [15:0] A, input E);
	assign OverflowFlag = 1'b0;
	wire [15:0] A_inv;
	wire o_ul1,o_ul2;
	reg E_temp=1'b1; 
	wire [15:0] one;
	assign one = 16'b0000000000000001;
	wire [15:0]sum;
	assign C=(E == 1'b1)?sum:16'b0000000000000000;
	bit_not16 inv1 (A_inv, o_ul1, A, E_temp);
	sign_adder16 add(sum, o_ul2, A_inv, one, E_temp);
endmodule
module zero (output [15:0] C, output OverflowFlag);
	assign OverflowFlag = 1'b0;
	assign C = 16'b0000000000000000;
endmodule
module ALU (A, B, FuncCode, C, OverflowFlag);
	input [16-1:0] A;
	input [16-1:0] B;
	input [3:0] FuncCode;
	output [16-1:0] C;
	output OverflowFlag;
	reg [16-1:0] C;
	reg OverflowFlag;
	wire [15:0] DeMUX_dataline;
	DeMUX_4to16 demux (DeMUX_dataline, FuncCode);
	wire [15:0] r0, r1, r2, r3, r4, r5, r6, r7, r8, r9, r10, r11, r12, r13, r14, r15;
	wire [15:0] o;
	initial begin
		C = 0;
		OverflowFlag = 0;
	end   	
	always @(*) begin
		C = (r0 | r1 | r2 | r3 | r4 | r5 | r6 | r7 | r8 | r9 | r10 | r11 | r12 | r13 | r14 | r15);
		OverflowFlag = (o[0] | o[1] | o[2] | o[3] | o[4] | o[5] | o[6] | o[7] | o[8] | o[9] | o[10] | o[11] | o[12] | o[13] | o[14] | o[15]);
	end
	sign_adder16 op_0 (r0, o[0], A, B, DeMUX_dataline[0]);
	sign_subtractor16 op_1 (r1, o[1], A, B, DeMUX_dataline[1]);
	identity16 op_2 (r2, o[2], A, DeMUX_dataline[2]);
	bit_not16 op_3 (r3, o[3], A, DeMUX_dataline[3]);
	bit_and16 op_4 (r4, o[4], A, B, DeMUX_dataline[4]);
	bit_or16 op_5 (r5, o[5], A, B, DeMUX_dataline[5]);
	bit_nand16 op_6 (r6, o[6], A, B, DeMUX_dataline[6]);
	bit_nor16 op_7 (r7, o[7], A, B, DeMUX_dataline[7]);
	bit_xor16 op_8 (r8, o[8], A, B, DeMUX_dataline[8]);
	bit_xnor16 op_9 (r9, o[9], A, B, DeMUX_dataline[9]);
	logic_left16 op_10 (r10, o[10], A, DeMUX_dataline[10]);
	logic_right16 op_11 (r11, o[11], A, DeMUX_dataline[11]);
	arith_left16 op_12 (r12, o[12], A, DeMUX_dataline[12]);	
	arith_right16 op_13 (r13, o[13], A, DeMUX_dataline[13]);	
	complement_16 op_14 (r14, o[14], A, DeMUX_dataline[14]);
	zero op_15 (r15, o[15]);
endmodule
==> flow/run.sh <==
#!/bin/bash
# OpenROAD 26Q1-2900-gdf79404cd8, Yosys 0.63+post, stock flow scripts
make -C /OpenROAD-flow-scripts/flow DESIGN_CONFIG=/design/flow/config.mk WORK_HOME=/design/flow/orfs finish
==> flow/config.mk <==
export PLATFORM = sky130hd
export DESIGN_NAME = complement_16
export DESIGN_NICKNAME = complement_16
export VERILOG_FILES = /design/flow/design.v
export SDC_FILE = /design/flow/constraint.sdc
export NUM_CORES = 4
export LEC_CHECK = 1
export CORE_AREA = 10 10 70 70
export DIE_AREA = 0 0 80 80
==> flow/constraint.sdc <==
current_design complement_16

set clk_period 8.4
set clk_io_pct 0.2

create_clock -name clk0 -period $clk_period

set non_clock_inputs [all_inputs -no_clocks]
set_input_delay [expr $clk_period * $clk_io_pct] -clock clk0 $non_clock_inputs
set_output_delay [expr $clk_period * $clk_io_pct] -clock clk0 [all_outputs]
==> CHANGELOG.md <==
### Implementation results

- DP Cell Count: 126
- Chip area: 0.00640 mm^2
- Fin crit share: 85.7%
- Antenna Diode Count: 0
- Initial DRC count: 0
- Crit path max fanout: 2
- IO Pins: 34
- Crit path time final: 7.20 ns
- Crit path kind: input pin to output pin
- Critical Path RT: 6.72 ns
- Status: completed
- LEAKAGE: 0.385 nW
- # setup viols final: 0
- Total gr overflow: 0
- Simple share: 30.5%
- GRT Overall Usage: 3.53%
- Final std cell area, no fill: 747 um^2
- Final wirelength: 1160 um
- Fin. Hold Viols: 0
- IO buf count: 33
- Hold Startpoint: A[0]
- Total power: 0.0000241 W
- First-pass GRT wire length: 1900 um
- Drt drc: 0
- WHS: 4.35 ns
- Final std cells w/o fill: 126
- DR vias: 373
- RD Place Congestion: 0.720
- Row cnt: 21
- P per Cell Area: 32.2 mW/mm^2
- Placement Cell Area: 747 um^2
- Fmax achieved: 139 MHz
- Yosys aoi share: 0%
- Yosys warning count: 1
- Yosys adder share: 46.4%
- Die Ht: 80 um
- First-pass DRT Iterations: 1
- Vias in the first global route: 431
- WHS Path Cells: 3
- Flip-flops: 0
- Dominant comb cell: adder cells
- Chip Area, Yosys: 378 um^2
- Synth mux share: 0%
- DR WL/cell: 9.19 um
- Setup TNS: 0 ns
- Most common logic cell in the routed design: clkdlybuf4s50_1
- Worst Hold Endpoint: C[0]
- P&R area growth vs syn: 97.7%
- PostCTS Resize Cnt: 0
- Startpoint Class: input pin
- Largest net degree at the start of global routing: 17
- RSZ-0062 raised after global routing: no
- HP Class: input pin to output pin
- HPWL after DPL: 1070 um
- XORs/XNORs by Area: 2.32%
- Layout cells sized above 1: 15.0%
- Crit end category: output pin
- Register Area: 0 um^2
- Tool warnings: 32
- Synth unique cells: 8
- Max Cap Violations: 0
- Hold_buf cts: 0
- Post-route ant nets: 0
- Number of max-slew violations in the final report: 0
- VDD IR max: 0.00990 mV
- Mean area per synthesized cell: 7.71 um^2
- Cells after Synth: 49
- Clock buffer count: 0
- Ys cells: 49
- Initial antenna violation count: 0
- Core footprint: 0.00342 mm^2
- Worst EP arrival: 5.52 ns
- # Post-CTS Setup Buffers: 0
- Average vias per placed instance: 2.96
- Post-synth seq share: 0%
- Die Wd: 80 um
- Most frequent cells in the layout: clkdlybuf4s50_1, inv_1, ha_1
- Pre-Place Util: 11.1%
- Post-Synthesis Cell Area: 378 um^2
==> kinds of logic (layout without fill, tap and decap cells) <==
| family | count (synthesis) | in the layout |
|---|---|---|
| adder cells (fa/ha/maj) | 14 | 14 |
| AND/OR/NAND/NOR | 16 | 16 |
| XOR/XNOR | 1 | 1 |
| other | 1 | 1 |
| buffers and inverters | 17 | 48 |
==> how the worst max path moves through the flow <==
stage	start	endpoint	slack (ns)	cells after the start
after global routing	A[0]	C[15]	0.94	19
after CTS	A[0]	C[15]	1.12	19
final	A[0]	C[15]	1.20	19
==> final cells by class <==
| type | instances | area (um^2) |
|---|---|---|
| tap | 46 | 57.6 |
| fill | 394 | 2670 |
| multi-input combinational | 32 | 303 |
| timing repair buffer | 33 | 330 |
| inverter | 15 | 56.3 |
==> synthesized netlist by cell type <==
cell	count	area share, %
ha_1	14	46
buf_4	1	2.0
and2_1	4	6.6
inv_1	15	15
and2_2	12	24
xnor2_1	1	2.3
conb_1	1	0.99
buf_6	1	3.0
==> through the flow <==
| stage | setup WS (ns) | utilization, % |
|---|---|---|
| after global routing | 0.942 | 21.9 |
| after global placement | 1.14 | 21.9 |
| after floorplan | 2.33 | - |
| after CTS | 1.12 | 21.9 |
| after detailed placement | 1.13 | 21.9 |
| final | 1.20 | 21.9 |
==> metal layers <==
metal / GRT usage, % / routed length [um] / vias up / part of all wire [%]
li1: - / - / 205 / -
met1: 4.75 / 547 / 147 / 47
met2: 5.38 / 445 / 21 / 38
met3: 1.59 / 165 / 0 / 14
met4: 0 / 0 / 0 / 0
met5: 0 / 0 / - / 0
==> power by group <==
| part | internal [W] | switching (W) |
|---|---|---|
| clock | 0 | 0 |
| combinational | 0.0000184 | 0.00000570 |
| sequential | 0 | 0 |
| total | 0.0000184 | 0.00000570 |
==> critical path: stages <==
cell and delay [ns]:
clkdlybuf4s50_1 0.47, inv_1 0.04, ha_1 0.20, ha_1 0.18
ha_1 0.18, ha_1 0.19, ha_1 0.18, ha_1 0.18
ha_1 0.18, ha_1 0.19, ha_1 0.19, ha_1 0.18
ha_1 0.18, ha_1 0.18, ha_1 0.18, ha_1 0.19
xnor2_1 0.14, and2_2 0.14, clkdlybuf4s50_1 0.46
Power is estimated from default activity; no workload was simulated.
