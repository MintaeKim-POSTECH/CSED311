## flow/config.mk

```make
export PLATFORM = sky130hd
export DESIGN_NAME = ID_EX
export DESIGN_NICKNAME = ID_EX
export VERILOG_FILES = /design/flow/design.v
export SDC_FILE = /design/flow/constraint.sdc
export NUM_CORES = 4
export LEC_CHECK = 1
export CORE_UTILIZATION = 40
```

## flow/constraint.sdc

```tcl
current_design ID_EX

set clk_period 1.0
set clk_io_pct 0.2

create_clock -name clk0 -period $clk_period [get_ports {clk}]

set non_clock_inputs [all_inputs -no_clocks]
set_input_delay [expr $clk_period * $clk_io_pct] -clock clk0 $non_clock_inputs
set_output_delay [expr $clk_period * $clk_io_pct] -clock clk0 [all_outputs]
```

## flow/design.v

```verilog
module IF_ID (clk, reset_n, IF_flush, hazard, o_pc, o_Idata, i_pc, i_Idata);
	input clk, reset_n, IF_flush, hazard;
	output reg [16-1:0] o_pc, o_Idata;
	input [16-1:0] i_pc, i_Idata;
	initial begin
		o_pc = 0;
		o_Idata = 16'he000;
	end
	always @(posedge clk) begin
		if (!reset_n) begin
			o_pc <= 0;
			o_Idata <= 16'he000;
		end
		else if (IF_flush == 1) begin
			o_pc <= 16'h0000;
			o_Idata <= 16'he000; 
		end
		else if (hazard == 0) begin
			o_pc <= i_pc;
			o_Idata <= i_Idata;
		end
	end
endmodule
module ID_EX (clk, reset_n, o_WB, o_M, o_EX, o_readData1, o_readData2, o_immVal, o_writeReg, o_pc, i_WB, i_M, i_EX, i_readData1, i_readData2, i_immVal, i_writeReg, i_pc);
	input clk, reset_n;
	output reg [6-1:0] o_WB;
	output reg [2-1:0] o_M;
	output reg [11-1:0] o_EX;
	output reg [2-1:0] o_writeReg;
	output reg [16-1:0] o_readData1, o_readData2, o_immVal, o_pc;
	input [6-1:0] i_WB;
	input [2-1:0] i_M;
	input [11-1:0] i_EX;
	input [2-1:0] i_writeReg;
	input [16-1:0] i_readData1, i_readData2, i_immVal, i_pc;
	initial begin
		o_WB = 0;
		o_M = 0;
		o_EX = 0;
		o_writeReg = 0;
		o_readData1 = 0;
		o_readData2 = 0;
		o_immVal = 0;
		o_pc = 0;
	end
	always @(posedge clk) begin
		if (!reset_n) begin
			o_WB <= 0;
			o_M <= 0;
			o_EX <= 0;
			o_writeReg <= 0;
			o_readData1 <= 0;
			o_readData2 <= 0;
			o_immVal <= 0;
			o_pc <= 0;
		end
		else begin
			o_WB <= i_WB;
			o_M <= i_M;
			o_EX <= i_EX;
			o_writeReg <= i_writeReg;
			o_readData1 <= i_readData1;
			o_readData2 <= i_readData2;
			o_immVal <= i_immVal;
			o_pc <= i_pc;
		end
	end
endmodule
module EX_M (clk, reset_n, o_WB, o_M, o_ALURes, o_writeData, o_writeReg, o_pc, i_WB, i_M, i_ALURes, i_writeData, i_writeReg, i_pc);
	input clk, reset_n;
	output reg [6-1:0] o_WB;
	output reg [2-1:0] o_M;
	output reg [2-1:0] o_writeReg;
	output reg [16-1:0] o_ALURes, o_writeData, o_pc;
	input [6-1:0] i_WB;
	input [2-1:0] i_M;
	input [2-1:0] i_writeReg;
	input [16-1:0] i_ALURes, i_writeData, i_pc;
	initial begin
		o_WB = 0;
		o_M = 0;
		o_ALURes = 0;
		o_writeData = 0;
		o_writeReg = 0;
		o_pc = 0;
	end
	always @(posedge clk) begin
		if (!reset_n) begin
			o_WB <= 0;
			o_M <= 0;
			o_ALURes <= 0;
			o_writeData <= 0;
			o_writeReg <= 0;
			o_pc <= 0;
		end
		else begin
			o_WB <= i_WB;
			o_M <= i_M;
			o_ALURes <= i_ALURes;
			o_writeData <= i_writeData;
			o_writeReg <= i_writeReg;
			o_pc <= i_pc;
		end
	end
endmodule
module M_WB (clk, reset_n, o_WB, o_Mdata, o_addr, o_writeReg, o_pc, i_WB, i_Mdata, i_addr, i_writeReg, i_pc);
	input clk, reset_n;
	output reg [6-1:0] o_WB;
	output reg [2-1:0] o_writeReg;
	output reg [16-1:0] o_Mdata, o_addr, o_pc;
	input [6-1:0] i_WB;
	input [2-1:0] i_writeReg;
	input [16-1:0] i_Mdata, i_addr, i_pc;
	initial begin
		o_WB = 0;
		o_Mdata = 0;
		o_addr = 0;
		o_writeReg = 0;
		o_pc = 0;
	end
	always @(posedge clk) begin
		if (!reset_n) begin
			o_WB <= 0;
			o_Mdata <= 0;
			o_addr <= 0;
			o_writeReg <= 0;
			o_pc <= 0;
		end
		else begin
			o_WB <= i_WB;
			o_Mdata <= i_Mdata;
			o_addr <= i_addr;
			o_writeReg <= i_writeReg;
			o_pc <= i_pc;
		end
	end
endmodule
```

## flow/run.sh

```bash
#!/bin/bash
# OpenROAD 26Q1-2900-gdf79404cd8, Yosys 0.63+post, stock flow scripts
make -C /OpenROAD-flow-scripts/flow DESIGN_CONFIG=/design/flow/config.mk WORK_HOME=/design/flow/orfs finish
```

==> flow_summary_export.csv <==
group,metric,value,unit
run_status,outcome,"complete, no violations",
final_timing,tightest_slew,0.285,ns
logic_synthesis,syn-mean-instance-area,12.9,um2
final_timing,setup_ws,0.0391,ns
place,place.detailed.hpwl,3910,um
logic_synthesis,synthArstFlopShare,0,
cts,root_buffer,"clkbuf_8",
routing,drt_iter0_drc,26,
routing,post_drt_wl_per_cell,12.5,um
logic_synthesis,adder_share,0,
floorplan,fp.coreArea,5540,um2
place,dpl_cell_area,4060,um2
logic_synthesis,synth_top_area_share,0.735,
routing,routed_via_density,4.06,
logic_synthesis,yosysTopAreaCell,"dfxtp_1",
logic_synthesis,yosysWarnings,1,
routing,postRouteAntennaNets,0,
logic_synthesis,synth.logic.top_family,"simple AND/OR/NAND/NOR gates",
logic_synthesis,common_cells,"and2_1 (85), dfxtp_1 (85), buf_6 (6), buf_2 (3)",
cts,clk_pin_slew,0.07,ns
logic_synthesis,netlist_area,2320,um2
grt,antenna_found_initial,0,
logic_synthesis,yosys_area,2320,um2
grt,grt_use_met1,0.263,
floorplan,rows,27,
cts,post-cts-setup-buffer-count,0,
logic_synthesis,ys_seq_frac,0.735,
floorplan,chipArea,6100,um2
logic_synthesis,netlist_instances,179,
grt,grt_max_degree,46,
worst_setup_path,crit_path_end_kind,"output port",
final_timing,rsz0062_at_grt,"false",
grt,grt_overflow,0,
run,tool_warnings,26,
cts,clockBufferDepth,2,
logic_synthesis,edf_count,0,
grt,use_met2,0.278,
routing,drtPass1Iterations,2,
final_timing,hold_slack,0.335,ns
worst_setup_path,path_buffers,1,
grt,grt_pass1_wl,8280,um
logic_synthesis,synthMuxAreaShare,0,
worst_setup_path,arrival,0.76,ns
final_layout,area_growth,65.5,%
power_and_ir_drop,p_leak,1.79,nW
worst_setup_path,crit_type,"register to output port",
logic_synthesis,synth_flop_count,85,
floorplan,initial_core_util,0.418,
cts,cts_tree,"built",
final_layout,fin_area,3830,um2
power_and_ir_drop,peakVddDrop,0.000995,V
worst_setup_path,critPathMaxFanout,1,
final_timing,fin_crit,0.961,ns
place,post-place-ws,-0.00250,ns
final_timing,slew_headroom,0.810,
final_layout,layout.area.seq,1710,um2
worst_setup_path,crit_chain,"buf_2",
logic_synthesis,synthSimpleGateAreaFrac,0.230,
worst_setup_path,critPathSlowestCell,"dfxtp_2",
final_timing,fin_crit_sh,0.961,
place,place_inst,415,
worst_setup_path,required,0.80,ns
run,maxCapViolations,0,
floorplan,die_h,78.1,um
logic_synthesis,topCellsByArea,"dfxtp_1 (73%), and2_1 (23%), buf_6 (2.9%), buf_2 (0.65%)",
final_timing,drv_slew,0,
cts,htreeDepth,3,
logic_synthesis,ys_sh_xor,0,
final_timing,fmax,1.04,GHz
power_and_ir_drop,power.density,1700,nW/um2
logic_synthesis,ys_cells,179,
routing,num_vias,1750,
routing,finalWirelength,5390,um
final_layout,n_fill_cell,463,
routing,drc_errors,0,
final_layout,stdcell_count,431,
worst_hold_path,min_path_type,"primary input to register",
worst_setup_path,crit_family,"flip-flops",
worst_setup_path,slowest_delay,0.33,ns
worst_setup_path,cp-start-kind,"register",
logic_synthesis,ys.flop_type,"dfxtp_1",
place,portBuffers,171,
final_timing,hold_viol,0,
final_timing,setup_viol,0,
final_timing,tns,0,ns
floorplan,ios,172,
floorplan,die_x,78.1,um
cts,numCtsBuffers,9,
place,gp_routability_congestion,0.732,
grt,grt-busiest-layer,"met2",
grt,grtUsageTotal,0.182,
final_layout,logic_area,532,um2
cts,clock-sinks,85,
logic_synthesis,aoi_share,0,
grt,grt_use_met3,0.0649,
grt,grt_pass1_vias,1702,
logic_synthesis,synth_cell_types,4,
final_layout,drive_gt1_frac,0.301,
routing,diodes,0,
[power breakdown]
group / internal, mW / leakage (nW) / switching [mW] / total, mW
Combinational: 0.489 / 0.983 / 0.136 / 0.625
Clock: 1.22 / 0.0964 / 1.09 / 2.31
Sequential: 3.57 / 0.710 / 0.0361 / 3.60
[per-layer routing]
metal / part of all wire / vias up / routed length, um
li1: - / 886 / -
met1: 0.42 / 748 / 2280
met2: 0.44 / 110 / 2370
met3: 0.12 / 6 / 673
met4: 0.012 / 0 / 65
met5: 0 / - / 0
[path summary, 6_finish.rpt]
kind                      from  cells past startpoint                        to  slack (ns)
max   o_writeReg[0]$_SDFF_PN0_                      1             o_writeReg[0]        0.04
min                    reset_n                      3  o_writeReg[0]$_SDFF_PN0_        0.34
[cells in the final DEF, fill, tap and decap left out, drive strengths merged]
cell type,synthesis,layout
buf,9,88
and2,85,85
clkdlybuf4s50,0,85
dfxtp,85,85
clkbuf,0,12
clkinv,0,2
clkinvlp,0,1
bufinv,0,1
[through the flow]
stage	power [mW]	utilization
floorplan	3.80	-
global placement	4.47	0.732
detailed placement	4.48	0.732
CTS	6.61	0.692
global route	6.85	0.692
finish	6.53	0.692
[repair_timing]
| item | in CTS | in global routing |
|---|---|---|
| gates resized | 266 | 0 |
| setup endpoints to repair | 85 | 0 |
| hold buffers | 0 | 0 |
[cells by family after synthesis]
group                  count (synthesis)
flip-flops                            85
buffers and inverters                  9
AND/OR/NAND/NOR                       85
[cell type report]
class / count / area share
flip-flops and latches: 85 / 0.446
clock buffers: 12 / 0.0379
well taps: 72 / 0.0235
repair buffers: 173 / 0.341
clock inverters: 4 / 0.0124
multi-input cells: 85 / 0.139
[state kept, by name, indices dropped and copies added (netlist names)]
signal       flops
o_EX            11
o_M              2
o_WB             6
o_immVal        16
o_pc            16
o_readData1     16
o_readData2     16
o_writeReg       2
Power and IR drop assume default switching activity.
