### design.v
module register_cpu (readData1, readData2, readReg1, readReg2, writeReg, writeBack, RegWrite, reset_n, clk);
	output reg [16-1:0] readData1, readData2;
	input [1:0] readReg1, readReg2, writeReg;
	input [16-1:0] writeBack;
	input RegWrite;
	input reset_n, clk;
	reg [16-1:0] register [4-1:0];
	integer i;
	initial begin
		for (i = 0; i < 4; i = i+1) begin
			register[i] = 16'b0000_0000_0000_0000;
		end
	end
	always @(*) begin  
		readData1 = register[readReg1];
		readData2 = register[readReg2];
	end
	always @(posedge clk) begin  
		if (!reset_n) begin
			for (i = 0; i < 4; i = i+1) register[i] <= 16'b0000_0000_0000_0000;
		end
		else begin
			if (RegWrite == 1) begin
				register[writeReg] <= writeBack;
			end
		end
	end
endmodule
### run.sh
#!/bin/bash
# OpenROAD 26Q1-2900-gdf79404cd8, Yosys 0.63+post, stock flow scripts
make -C /OpenROAD-flow-scripts/flow DESIGN_CONFIG=/design/flow/config.mk WORK_HOME=/design/flow/orfs finish
### config.mk
export PLATFORM = sky130hd
export DESIGN_NAME = register_cpu
export DESIGN_NICKNAME = register_cpu
export VERILOG_FILES = /design/flow/design.v
export SDC_FILE = /design/flow/constraint.sdc
export NUM_CORES = 4
export LEC_CHECK = 1
export CORE_UTILIZATION = 50
### constraint.sdc
current_design register_cpu

set clk_period 5.1
set clk_io_pct 0.2

create_clock -name clk0 -period $clk_period [get_ports {clk}]

set non_clock_inputs [all_inputs -no_clocks]
set_input_delay [expr $clk_period * $clk_io_pct] -clock clk0 $non_clock_inputs
set_output_delay [expr $clk_period * $clk_io_pct] -clock clk0 [all_outputs]
==> flow_summary.yaml <==
# generated from flow reports
critical_path:
  critPathLaunch: "readReg2[1]"
  cp_num_buf_inv: 2
  worstPathCellList: "clkdlybuf4s50_1 > mux4_1 > clkdlybuf4s50_1"
  crit_family: "buffers and inverters"
  cp-endpoint: "readData2[3]"
  crit_fanout: 16
  critPathRequiredTime_ns: 4.08
  critPathCaptureType: "primary output"
  arrival_ns: 2.99
  critPathKind: "primary input to primary output"
  slowest_stage: "clkdlybuf4s50_1"
  cp_common_cell: "clkdlybuf4s50_1"
  critPathMaxStageDelay_ns: 1.11
  critPathLaunchType: "primary input"
  path_depth: 3
global_routing:
  antenna_found_initial: 0
  grt_pass1_vias: 2047
  grt_usage_pct: 23.2
  overflow: 0
  grt_first_pass_wirelength_um: 10900
  grt_max_degree: 24
clock_tree:
  cts_hold_buf: 0
  numCtsBuffers: 9
  h-tree-depth: 3
  cts-resized-gates: 0
  clk_pin_slew_ns: 0.06
  cts_tree: "done"
  root_buffer: "clkbuf_8"
  post-cts-setup-buffers: 0
  cts_sinks: 64
  cts_buffer_depth: 2
yosys:
  syn_inst: 186
  yosys_warnings: 1
  synth_flop_count: 64
  synthSimpleGateAreaFrac_pct: 14.0
  ys_types: 18
  mux_area_share_pct: 23.4
  synthesis.area_um2: 3270
  ys_cells: 186
  ys_sh_adder_pct: 0
  ys_sh_aoi_pct: 0.306
  top_logic_kind: "multiplexers"
  ys_seq_share_pct: 58.7
  avgSynthCellArea_um2: 17.6
  ys_chip_area_um2: 3270
  xor_share_pct: 0
placed_design:
  dp.cells: 308
  place.gp.congestion: 0.825
  place_hpwl_um: 4170
  io_buffers: 56
  place_area_um2: 3850
drt:
  num_vias: 1883
  drc: 0
  met3_length_um: 724
  antennaDiodeCount: 0
  ant_nets: 0
  routed.top_layer: "met4"
  wl_per_cell_um: 21.4
  met1_length_um: 2710
  drt_pass1_iterations: 4
  wl_met2_um: 3350
  viasPerCell: 5.87
  drtIter0Drc: 90
  wirelength_um: 6870
pwr:
  powerDensity_nw_per_um2: 300
  leakagePower_nw: 1.48
  total_power_w: 0.00120
  ir_drop_mv: 0.186
final_timing:
  setup_viol: 0
  tightest_slew_ns: 0.973
  period_needed_ns: 4.01
  final.period_utilization_pct: 78.5
  rsz0062_at_grt: "false"
  fin_setup_tns_ns: 0
  hold_violations: 0
  slew_viol_final: 0
  fmax_mhz: 250
  max_slew_margin_pct: 34.9
final_layout:
  syn2layout_area_growth_pct: 22.6
  largest-register: "register"
  final_area_um2: 4010
  reg_top3: "register (64)"
  largest_reg_flops: 64
  utilization_pct: 63.2
  layoutNonFillerInstCount: 321
  drive_above_1_share_pct: 14.3
floorplanning:
  core_area_um2: 6350
  fp_util_pct: 51.5
  io-pin-count: 57
  dieHeight_um: 82.9
  rows: 29
  die_w_um: 82.9
  die-area_um2: 6870
job:
  max-cap-violations: 0
  warnings: 26
hold_path:
  hold_depth: 2
  holdCritPathClass: "primary input to register"
run_status:
  outcome: "completed"
==> stage by stage <==
stage	hold slack, ns	setup WS (ns)
6_report	1.41	1.09
5_1_grt	1.41	0.977
4_1_cts	1.40	1.08
3_5_place_dp	1.75	1.08
3_3_place_gp	1.73	1.12
2_1_floorplan	1.22	2.21
==> routing by layer <==
layer	up-vias	global-route usage [%]
li1	856	-
met4	0	3.13
met2	104	34.2
met1	916	34.8
met3	7	13.2
met5	-	0
==> final cells by class <==
class	count	area, um2
tap	77	96.3
clock inverter	2	33.8
multi-input combinational	106	1230
timing repair buffer	60	591
clock buffer	11	131
sequential	64	1920
inverter	1	3.75
fill	442	2340
==> where the power goes <==
part | internal, W | total (W) | leakage [nW] | switching (W)
registers | 0.000623 | 0.000640 | 0.630 | 0.0000170
logic | 0.000122 | 0.000182 | 0.765 | 0.0000599
clock network | 0.000216 | 0.000382 | 0.0828 | 0.000166
==> cells in the final DEF (no fill, tap or decap) <==
master,count
clkdlybuf4s50_1,56
clkbuf_1,2
edfxtp_1,64
inv_1,1
nand2_1,2
nand3_1,1
o21ai_1,2
bufinv_16,1
and4b_1,2
and4bb_2,1
nand2b_1,1
nand3b_1,1
and2_1,48
buf_4,4
clkinv_1,1
mux4_2,20
and3_1,16
clkbuf_8,9
mux4_1,12
==> worst min path at each step <==
stage	startpoint	end
6_report	writeBack[11]	register[1][11]
4_1_cts	writeBack[11]	register[1][11]
5_1_grt	writeBack[11]	register[1][11]
==> cells by family after synthesis <==
kind of cell | count (synthesis)
buffers and inverters | 16
and+or+nand+nor | 72
DFF | 64
AOI/OAI and AO/OA | 2
muxes | 32
==> cells in the mapped netlist, drive strengths merged <==
master   n  share of area, %
edfxtp  64                59
and2    48               9.2
mux4    32                23
and3    16               3.1
buf      8               2.5
clkbuf   7              0.92
and4b    2              0.61
nand2    2              0.23
o21ai    2              0.31
and4bb   1              0.38
inv      1              0.11
nand2b   1              0.19
nand3    1              0.15
nand3b   1              0.23
Power is estimated from default activity; no workload was simulated.
